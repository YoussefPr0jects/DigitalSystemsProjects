==> flow/design.v <==
module pulse_generator(
    input sys_clk,
    input rst_1, 
    input rst_2, 
    input rst_4,
    output reg flag_1s,
    output reg flag_2s,
    output reg flag_4s
);
reg [31:0] counter_1s, counter_2s, counter_4s;
	always @ (posedge sys_clk) 
	begin
		if (rst_1 == 0) begin
			counter_1s <= 32'd0;
            flag_1s <= 1'b0;
		end 
        else begin
            counter_1s <= counter_1s + 32'd1;
			if (counter_1s == 32'd49999999) 
			begin
				flag_1s <= 1;
				counter_1s <= 32'd0;
			end
            if (flag_1s) 
                flag_1s <= 0;
        end 
        if (rst_2 == 0) begin
			counter_2s <= 32'd0;
            flag_2s <= 1'b0;
		end 
        else begin
            counter_2s <= counter_2s + 32'd1;
			if (counter_2s == 32'd99999999) 
			begin
				flag_2s <= 1;
				counter_2s <= 32'd0;
			end
            if (flag_2s) 
                flag_2s <= 0;
        end 
        if (rst_4 == 0) begin
			counter_4s <= 32'd0;
            flag_4s <= 1'b0;
		end 
        else begin
            counter_4s <= counter_4s + 32'd1;
			if (counter_4s == 32'd199999999) 
			begin
				flag_4s <= 1;
				counter_4s <= 32'd0;
			end
            if (flag_4s) 
                flag_4s <= 0;
        end 
	end 
    endmodule
==> flow/run.sh <==
#!/bin/bash
# OpenROAD 26Q1-2900-gdf79404cd8, Yosys 0.63+post, stock flow scripts
make -C /OpenROAD-flow-scripts/flow DESIGN_CONFIG=/design/flow/config.mk WORK_HOME=/design/flow/orfs finish
==> flow/config.mk <==
export PLATFORM = sky130hd
export DESIGN_NAME = pulse_generator
export DESIGN_NICKNAME = pulse_generator
export VERILOG_FILES = /design/flow/design.v
export SDC_FILE = /design/flow/constraint.sdc
export NUM_CORES = 4
export LEC_CHECK = 1
export CORE_UTILIZATION = 30
==> flow/constraint.sdc <==
current_design pulse_generator

set clk_period 6.9
set clk_io_pct 0.2

create_clock -name clk0 -period $clk_period [get_ports {sys_clk}]

set non_clock_inputs [all_inputs -no_clocks]
set_input_delay [expr $clk_period * $clk_io_pct] -clock clk0 $non_clock_inputs
set_output_delay [expr $clk_period * $clk_io_pct] -clock clk0 [all_outputs]
==> out/metrics.csv <==
stage;metric;value;unit
status;status;finished, final reports clean;
synthesis;Seq share, synth;42.5;%
route;routed wire length per instance;12.6;um
power;Overall Power;1070;uW
setup_path;CP max FO;20;
setup_path;critical path data required time;7.12;ns
synthesis;Area leader share;42.5;%
placement;HPWL after DPL;6240;um
clocking;maximum clock path buffer count;2;
clocking;clk slew on worst S/H paths;0.06;ns
setup_path;Worst path max stage delay;0.86;ns
grt;first-pass GRT wire length;16500;um
sta;Worst-Margin Slew;0.858;ns
floorplanning;core area;15200;um^2
synthesis;Area contributors post-synth;dfxtp_1 (43%), a21oi_1 (5.2%), or4_1 (4.7%);
clocking;CTS Sinks;99;
setup_path;Critical Path End Type;flop;
setup_path;Worst EP arrival;2.76;ns
setup_path;slowest CP cell;o41ai_2;
sta;RSZ-0062 raised after global routing;false;
clocking;CTS buffer count;9;
synthesis;Mapped Area;4660;um^2
synthesis;synthesized area per cell;8.49;um^2
sta;Achievable Freq;0.394;GHz
floorplanning;die height;127;um
sta;Max-slew headroom;42.1;%
hold_path;Hold WC Path Type;reg2reg;
route;Routed Antenna Nets;0;
cells_and_area;# fillers;1526;
synthesis;yosys stat cell total;549;
sta;Final setup viols;0;
sta;Clock Skews;0.0107;ns
synthesis;Synth area leader;dfxtp_1;
clocking;post_cts resized;0;
sta;max-slew violation count;0;
placement;dpl cell area;4870;um^2
route;vias per inst;5.31;
route;M1 wire length;4850;um
power;Peak supply drop;0.104;mV
clocking;post-CTS setup buffers;0;
power;Static Leak;0.00153;uW
job;count of tool warnings;25;
floorplanning;Initial Util;30.7;%
sta;Setup TNS;0;ns
route;First-pass DRT Iterations;4;
cells_and_area;Design Area, Final;5150;um^2
route;vias;3895;
route;met3 WL;252;um
route;Met2 Wirelength;3950;um
grt;aggregate global routing overflow;0;
route;DRT iter0 DRCs;226;
power;Pwr Density;209;nW/um^2
synthesis;cell with the most instances after synthesis;dfxtp_1;
sta;crit share post-route;36.8;%
floorplanning;die width;127;um
placement;I/O Buffers;6;
clocking;CTS Hold Buffers Added;0;
route;top layer in use;met4;
grt;GR Util All Layers;12.3;%
synthesis;ys flop type;dfxtp_1;
floorplanning;die area;16000;um^2
route;routed wire length;9250;um
synthesis;Synthesis Warnings;1;
cells_and_area;Area growth syn-to-layout;10.5;%
floorplanning;io pins;7;
synthesis;yosys stat area;4660;um^2
setup_path;crit path cell chain;ha_1, and4_1, nand4_1, o41ai_2, buf_4, a21oi_1;
clocking;H-tree depth;3;
grt;pin count of the biggest net entering global routing;23;
clocking;clock tree from TritonCTS;done;
setup_path;crit path launch type;flop;
job;number of max-cap violations;0;
synthesis;cell count after synthesis;549;
synthesis;FFs w/ async S/R, synth;0;%
floorplanning;Rows;45;
grt;initial antenna violation count;0;
sta;final worst slack;4.36;ns
cells_and_area;layout cell share with drive strength beyond 1;5.32;%
sta;Final Hold Viols;0;
synthesis;post-synth cell types;35;
placement;GP Congestion;0.819;
setup_path;Crit Path Category;reg2reg;
route;Antenna diodes;0;
clocking;Skew-Pair Late Insertion Delay;0.35;ns
synthesis;post-synth tally of flip-flops with integrated enable;0;
grt;vias in the first global route;3628;
clocking;Root Driver;clkbuf_16;
route;DRC;0;
synthesis;Post-synth top cells;dfxtp_1 (99), a21oi_1 (48), nor2_1 (44);
sta;min cycle time layout;2.54;ns
placement;dpl ws;4.27;ns
synthesis;flops out of synthesis;99;
==> layer usage <==
| metal | global-route usage [%] | vias up |
|---|---|---|
| li1 | - | 2032 |
| met1 | 18.5 | 1793 |
| met2 | 19.4 | 57 |
| met3 | 1.55 | 13 |
| met4 | 2.55 | 0 |
| met5 | 0 | - |
==> worst max-delay path: cells and delay by family, from the launching register on <==
kind                       cells  cell delay [ns]
AOI/OAI and AO/OA              2             0.94
adders and majority gates      1             0.24
buffers and inverters          1             0.39
DFF                            1             0.38
and+or+nand+nor                2             0.45
==> sequential cells by signal, summed over array words and instances (netlist names) <==
register	cells
flag_1s	1
flag_4s	1
counter_2s	32
counter_4s	32
flag_2s	1
counter_1s	32
==> path summary, 6_finish.rpt <==
kind	from	to	slack [ns]	cells after the start
max reg2reg	counter_4s[0]	counter_4s[18]	4.36	6
min reg2reg	flag_1s	flag_1s	0.43	1
min	flag_1s	flag_1s	0.43	1
max	counter_4s[0]	counter_4s[18]	4.36	6
==> cells by family (layout without fill, tap and decap cells) <==
family / count (synthesis) / after routing / synth area share (%)
flops: 99 / 99 / 42.5
buf+inv: 39 / 35 / 3.73
compound gates: 103 / 103 / 12.7
simple gates: 265 / 265 / 32.7
fa+ha+maj: 3 / 3 / 0.805
xor+xnor: 40 / 40 / 7.52
==> final cells by class <==
class,instances,area [um^2],share of cell area [%]
inverters,8,30.0,0.583
clock inverters,6,38.8,0.753
multi-input cells,411,2530,49.1
well taps,188,235,4.57
clock buffers,10,239,4.64
flip-flops and latches,99,1980,38.5
repair buffers,11,97.6,1.90
==> stage by stage <==
stage	cells	hold slack (ns)	utilization (%)
finish	733	0.425	33.9
global route	733	0.444	33.9
CTS	733	0.423	33.9
detailed placement	717	0.414	32.0
global placement	717	0.406	32.0
floorplan	549	0.373	-
==> report_power, final <==
part           internal (uW)  leakage [uW]  total [uW]  switching (uW)
combinational           8.80      0.000601        21.9            13.1
sequential               576      0.000799         581            4.90
clock                    253      0.000135         471             218
==> cell usage in the layout, fill, tap and decap left out <==
| cell | count |
|---|---|
| xor2_1 | 19 |
| a21oi_2 | 1 |
| nor4_1 | 9 |
| nand4b_1 | 3 |
| nand3_2 | 1 |
| nand4_1 | 30 |
| nor4b_1 | 6 |
| nor3b_1 | 2 |
| clkinvlp_4 | 2 |
| nand3_1 | 35 |
| a21oi_1 | 48 |
| inv_1 | 8 |
| o41ai_2 | 3 |
| ha_1 | 3 |
| a21boi_0 | 1 |
| clkdlybuf4s50_1 | 6 |
| or4_1 | 29 |
| or3_1 | 25 |
| and3_1 | 13 |
| clkinv_2 | 3 |
| dfxtp_1 | 99 |
| clkbuf_16 | 9 |
| or4_4 | 1 |
| xnor2_1 | 21 |
| nand4_2 | 1 |
| and4_1 | 13 |
| inv_6 | 1 |
| clkbuf_8 | 1 |
| o21ai_0 | 26 |
| or4b_1 | 1 |
| nor2_1 | 44 |
| and2_1 | 9 |
| nor3_1 | 7 |
| nand2_1 | 35 |
| buf_4 | 5 |
| o31ai_1 | 24 |
| and4_2 | 1 |
No activity file was given, so power comes from the tool's default toggle rates.

[design/flow/design.v]
module Top_level_FirePlaceController(
  input [4:0] S,                
  input power,                 
  input [4:0] T,               
  output fireplace,        
  output fan,               
  output [6:0]  Sensor1,
  output [6:0]  Sensor2,
  output [6:0]  SetTemp1,
  output [6:0]  SetTemp2
  );
  wire [6:0] Digit1;
   wire [6:0] Digit2;
	 wire [6:0] Digit11;
	  wire [6:0] Digit22;
fireController_Code inst98 (
	.S (S),
	.power(power),
	.T(T),
	.fireplace(fireplace),
	.fan(fan),
	.Digit1(Digit1),
	.Digit2(Digit2),
	.Digit11(Digit11),
	.Digit22(Digit22)
);
bcd_code inst11
(	.in(Digit1),
	.out(Sensor1)
);
bcd_code inst12
(	.in(Digit2),
	.out(Sensor2)
);
bcd_code inst13
(	.in(Digit11),
	.out(SetTemp1)
);
bcd_code inst14
(	.in(Digit22),
	.out(SetTemp2)
);
endmodule 
module bcd_code (
  input [3:0] in,
  output reg [6:0] out
);
always @(*) begin
  if (in == 4'b0000)
    out <= 7'b0000001;
  else if (in == 4'b0001)
    out <= 7'b1001111;
  else if (in == 4'b0010)
    out <= 7'b0010010;
  else if (in == 4'b0011)
    out <= 7'b0000110;
  else if (in == 4'b0100)
    out <= 7'b1001100;
  else if (in == 4'b0101)
    out <= 7'b0100100;
  else if (in == 4'b0110)
    out <= 7'b0100000;
  else if (in == 4'b0111)
    out <= 7'b0001111;
  else if (in == 4'b1000)
    out <= 7'b0000000;
  else if (in == 4'b1001)
    out <= 7'b0000100;
  else if (in == 4'b1010)
    out <= 7'b0001000;
  else if (in == 4'b1011)
    out <= 7'b1100000;
  else if (in == 4'b1100)
    out <= 7'b0110001;
  else if (in == 4'b1101)
    out <= 7'b1000010;
  else if (in == 4'b1110)
    out <= 7'b0110000;
  else if (in == 4'b1111)
    out <= 7'b0111000;
  else
    out <= 7'b1111111;
end
endmodule
module fireController_Code(
  input [4:0] S,                 
  input power,                  
  input [4:0] T,                
  output reg fireplace,         
  output reg fan,               
  output reg [3:0] Digit1,     
  output reg [3:0] Digit2,     
  output reg [3:0] Digit11,    
  output reg [3:0] Digit22     
);
  always @(*) begin
    if (power == 0 || S >= T) begin
      fireplace = 0;   
    end else  begin
      fireplace = 1;   
    end
    if (fireplace == 1 && S > 15) begin
      fan = 1;   
    end else begin
      fan = 0;   
    end
  end
  always @(*) begin
    Digit1 = S % 10;
    Digit2 = S / 10;
    if (Digit2 == 3) begin
      Digit1 = 0;
    end
    Digit11 = T % 10;
    Digit22 = T / 10;
    if (Digit22 == 3) begin
      Digit11 = 0;
    end
  end
endmodule
[design/flow/run.sh]
#!/bin/bash
# OpenROAD 26Q1-2900-gdf79404cd8, Yosys 0.63+post, stock flow scripts
make -C /OpenROAD-flow-scripts/flow DESIGN_CONFIG=/design/flow/config.mk WORK_HOME=/design/flow/orfs finish
[design/flow/config.mk]
export PLATFORM = sky130hd
export DESIGN_NAME = Top_level_FirePlaceController
export DESIGN_NICKNAME = Top_level_FirePlaceController
export VERILOG_FILES = /design/flow/design.v
export SDC_FILE = /design/flow/constraint.sdc
export NUM_CORES = 4
export LEC_CHECK = 1
export CORE_AREA = 10 10 70 70
export DIE_AREA = 0 0 80 80
[design/flow/constraint.sdc]
current_design Top_level_FirePlaceController

set clk_period 3.8
set clk_io_pct 0.2

create_clock -name clk0 -period $clk_period

set non_clock_inputs [all_inputs -no_clocks]
set_input_delay [expr $clk_period * $clk_io_pct] -clock clk0 $non_clock_inputs
set_output_delay [expr $clk_period * $clk_io_pct] -clock clk0 [all_outputs]
==> results.txt <==
run metrics: status complete, no violations, syn avg cell area between 6 and 7 um^2, Seq pwr share 0%, met2 wire len approximately 1800 um, Storage cell area 0 um^2, metal3 WL roughly 300 um, Mapped Area roughly 1200 um^2, CP delay by family, top simple AND/OR/NAND/NOR gates, CP Max Fanout 5, CP Capture Type output pin, Antenna Nets Post-Route 0, most instantiated cells after synthesis nand2_1, inv_1, a21oi_1, Worst Path Arrival 2970 ps, Synth Seq Share 0%, Yosys cell types about 48, setup violators final 0, final count of hold timing violations 0, Pre-Place Util between 30% and 40%, largest net degree at the start of global routing 17, Overall Global Routing Usage 12.4%, Post-Synthesis Cells between 150 and 200, Pins Over Slew Limit 0, chip height roughly 80 um, Yosys top cell by area ha_1, fin crit share 98.2%, Switching Power around 150 uW, vias in the first global route 1581, IO Port Bufs 39, number of cells in Yosys stat ~190, Fmax approximately 270 MHz, drt drc 0, Internal around 220 uW, Sw Share around 41%, number of DRC markers in iteration 0 approximately 70, min cycle time layout between 3000 and 4000 ps, Total Routed Length around 4400 um, PD cells 156 nW/um^2, Design Area, Final between 2000 and 2500 um^2, DPL Wire Length about 3200 um, vias per inst just over 5, CORE AREA about 3400 um^2, Area leader share 12.5%, yosys-reported design area after synthesis ~1200 um^2, combinational power share 100.0%, CP required 3040 ps, Worst Setup Start Kind input pin, uppermost layer routed met4, Top cells by area ha_1, nand2_1, a21oi_1, Layout fillers roughly 280, clkbuf count 0, clock power share 0%, CP most frequent cell ha_4, Layout area overhead 95.9%, Slowest cell on crit path or4_1, first-pass GRT wire length between 6000 and 7000 um, Max stage delay on crit path between 400 and 500 ps, CTS Hold Buffers Added 0, Log Warnings 35, drt wl/cell approximately 13 um, VDD IR-drop max approximately 0.065 mV, logic area around 1300 um^2, hold crit path type input pin to output pin, share of cells above drive strength 1 44.4%, Total Power roughly 370 uW, initial antenna violation count 0, final RePlAce weighted congestion a little over 0.9, Crit Path Class input pin to output pin, post-placement cell area just over 2000 um^2, number of diodes 0, DR vias 1706, worst path bufs/invs 2, YS warnings 10, grt ovf 0, top-count cell post-synth nand2_1, # rows 21, die area 6400 um^2, flop count 0, setup TNS 0 ps, Static Leak about 0.0011 uW, num ports ~41, max-cap viol count 0, CP Cell Sequence buf_6 > ha_4 > nor3b_2 > or2_4 > a21oi_4 > ha_4 > a221o_1 > and2_4 > or4_1 > o211ai_1 > clkbuf_2, wl on met1 2270 um, Die W about 80 um, Pre-antenna DRT Iters 4, Util after Layout a little under 70%
## worst min-delay path: stages
cell	delay, ps
buf_6	100
inv_4	60
buf_4	130
a2bb2oi_1	90
nand2_2	110
or3_4	140
a2bb2oi_2	40
buf_2	100
## worst paths after layout
path	slack, ps	from	cells after the start	end
max	70	S[2]	11	Sensor1[6]
min	2280	S[3]	8	Sensor1[3]
## area by class of cell
cell class / count / share of cell area [%]
Tap cell: 46 / 2.45
Multi-Input combinational cell: 164 / 57.0
Timing Repair Buffer: 109 / 37.9
Inverter: 15 / 2.61
## power by group through the flow
stage / Sequential [uW] / Clock (uW) / Combinational (uW)
global route: 0 / 0 / 402
CTS: 0 / 0 / 342
finish: 0 / 0 / 367
## per-layer routing
layer / up-vias / GRT usage (%)
li1: 899 / -
met1: 757 / 18.3
met2: 48 / 19.9
met3: 2 / 1.48
met4: 0 / 0
met5: - / 0
## placed cells by master (no fill, tap or decap), types with 3 or more instances in the layout
master / instances
inv_1: 11
ha_4: 5
a21oi_1: 10
a21oi_4: 3
o21ai_1: 3
nand2_1: 20
nor3_1: 3
o22ai_1: 6
a21o_1: 4
buf_6: 3
nand2b_4: 3
nor2_1: 9
o21ai_0: 9
o211ai_1: 4
nand4_1: 3
and2_1: 3
buf_4: 68
buf_2: 5
clkdlybuf4s50_1: 23
ha_1: 6
dlygate4sd2_1: 6
nand2b_1: 4
nand3_1: 4
## per-stage QoR
stage	cells	hold slack, ps	worst slack, ps
CTS	334	2240	-88.3
detailed placement	323	2530	-766
finish	334	2280	70.1
floorplan	193	1600	81.9
global placement	323	2530	-705
global route	334	2330	-10.8
## cells by family after synthesis
| family | synth area share (%) |
|---|---|
| buffers and inverters | 10.9 |
| and+or+nand+nor | 32.6 |
| AOI/OAI and AO/OA | 38.6 |
| adders and majority gates | 13.4 |
| muxes | 2.82 |
| xor gates and xnor gates | 1.46 |
| other | 0.313 |
## repair_timing
action / CTS / global route
pin swaps: 20 / 10
endpoints found under the setup margin: 21 / 15
buffers inserted: 10 / 1
gates cloned: 1 / 0
gates resized: 67 / 30
Power is estimated from default activity; no workload was simulated.

--- flow/design.v ---
module clock_divider (
	input  wire clock_in,
	input  wire reset,
	output reg  clock_out
);
	reg [31:0] counter;
	always @ (posedge clock_in) 
	begin
		if (reset) begin
			counter <= 32'd0;
			clock_out <= 1'b0;
		end else begin 
			counter <= counter + 32'd1;
			if (counter == 32'd24999999) 
			begin
				clock_out <= ~clock_out;
				counter <= 32'd0;
			end 
		end 
	end 
endmodule
module DigitalLock_code(
	input sys_clk,
	input reset,
	input w,
	output reg F,
	output reg [3:0] state,
	output wire[2:0] led_out
);
parameter idle_state = 0;
parameter S1 = 1;
parameter S2 = 2;
parameter S3 = 3;
parameter S4 = 4;
parameter S5 = 5;
parameter S6 = 6;
parameter S7 = 7;
parameter S8 = 8;
assign led_out = (state>S4)?{state[3],state[1:0]}:state[2:0];
always @ (posedge sys_clk)
begin
	if (reset)
	begin
		state <= idle_state;
		F <= 0;
	end else 
	begin
		case(state)
			idle_state: begin
				F <= 0;
				if (w)
					state <= S5;
				else
					state <= S1;	
				end 
			S1 : begin
				F <= 0;
				if (w)
					state <= S5;
				else
					state <= S2;	
			end
			S2 : begin
				F <= 0;
				if (w)
					state <= S5;
				else
					state <= S3;	
			end
			S3 : begin
				F <= 0;
				if (w)
					state <= S5;
				else
					state <= S4;	
			end
			S4 : begin
				F <= 1;
				if (w)
					state <= S5;
				else
					state <= S4;	
			end
			S5 : begin
				F <= 0;
				if (w)
					state <= S6;
				else
					state <= S1;	
			end
			S6 : begin
				F <= 0;
				if (w)
					state <= S7;
				else
					state <= S1;	
			end
			S7 : begin
				F <= 0;
				if (w)
					state <= S8;
				else
					state <= S1;	
			end
			S8 : begin
				F <= 1;
				if (w)
					state <= S8;
				else
					state <= S1;	
			end
			default: begin
				F <= 0;
				state <= idle_state;
			end
		endcase
	end 
end  
endmodule 
module Top_level_DigitalLock (
input clock_in,
input sys_reset,
input reset_clk,
input w,
output f_out,
output [6:0] out,
output [3:0] leds);
wire sys_clk;
wire [3:0] bcd_in;
assign leds = bcd_in;
clock_divider  inst1 (
	.clock_in  (clock_in),
	.reset   (~reset_clk),
	.clock_out (sys_clk));
DigitalLock_code digital_lock_inst (
	.sys_clk (sys_clk),
	.reset   (~sys_reset),
	.w       (w),
	.F       (f_out),
	.led_out   (bcd_in)
);
bcd_code inst3 
(	.in(bcd_in),
	.out(out)
);
endmodule 
module bcd_code (
  input [3:0] in,
  output reg [6:0] out
);
always @(*) begin
  if (in == 4'b0000)
    out <= 7'b0000001;
  else if (in == 4'b0001)
    out <= 7'b1001111;
  else if (in == 4'b0010)
    out <= 7'b0010010;
  else if (in == 4'b0011)
    out <= 7'b0000110;
  else if (in == 4'b0100)
    out <= 7'b1001100;
  else if (in == 4'b0101)
    out <= 7'b0100100;
  else if (in == 4'b0110)
    out <= 7'b0100000;
  else if (in == 4'b0111)
    out <= 7'b0001111;
  else if (in == 4'b1000)
    out <= 7'b0000000;
  else if (in == 4'b1001)
    out <= 7'b0000100;
  else if (in == 4'b1010)
    out <= 7'b0001000;
  else if (in == 4'b1011)
    out <= 7'b1100000;
  else if (in == 4'b1100)
    out <= 7'b0110001;
  else if (in == 4'b1101)
    out <= 7'b1000010;
  else if (in == 4'b1110)
    out <= 7'b0110000;
  else if (in == 4'b1111)
    out <= 7'b0111000;
  else
    out <= 7'b1111111;
end
endmodule
--- flow/run.sh ---
#!/bin/bash
# OpenROAD 26Q1-2900-gdf79404cd8, Yosys 0.63+post, stock flow scripts
make -C /OpenROAD-flow-scripts/flow DESIGN_CONFIG=/design/flow/config.mk WORK_HOME=/design/flow/orfs finish
--- flow/config.mk ---
export PLATFORM = sky130hd
export DESIGN_NAME = Top_level_DigitalLock
export DESIGN_NICKNAME = Top_level_DigitalLock
export VERILOG_FILES = /design/flow/design.v
export SDC_FILE = /design/flow/constraint.sdc
export NUM_CORES = 4
export LEC_CHECK = 1
export CORE_AREA = 10 10 107 107
export DIE_AREA = 0 0 117 117
--- flow/constraint.sdc ---
current_design Top_level_DigitalLock

set clk_period 4.4
set clk_io_pct 0.2

create_clock -name clk0 -period $clk_period [get_ports {clock_in}]

set non_clock_inputs [all_inputs -no_clocks]
set_input_delay [expr $clk_period * $clk_io_pct] -clock clk0 $non_clock_inputs
set_output_delay [expr $clk_period * $clk_io_pct] -clock clk0 [all_outputs]
==> results_slide.txt <==
Run Summary

Final timing
  – Final setup vio count: 0
  – Final Max Slew Viols: 0
  – Register pins left without a clock: 5
  – Worst Tran Pin Value: 522.5 ps
  – Final Critical Period: 2168 ps
  – Fmax: 461.2 MHz
  – Worst hold slack: 439.2 ps
  – Fin. Hold Viols: 0
  – RSZ-0062 raised after global routing: no
  – Cycle use final: 49.28%
  – Endpoints left unconstrained: 16
  – Relative slew slack: 65.12%
  – Total negative setup slack: 0 ps
  – Worst Clk Skew: 5.871 ps

Final layout
  – Fill count: 985
  – Register Area: 760.7 sq um
  – Layout area overhead: 16.91%
  – Fraction of layout cells with a size suffix above 1: 4.132%
  – Comb area: 0.001101 sq mm
  – Fin area: 0.002283 sq mm

Drt
  – DR WL/cell: 11.67 microns
  – DR pass1 iterations: 4
  – Vias: 1,689
  – Diode count: 0
  – 1st-iter DRT viols: 135
  – Post-route ant nets: 0
  – DR vias/cell: 4.785
  – DRC violations left: 0
  – Drt total wl: 4121 microns

Critical path
  – R2R setup slack: 2230 ps
  – CP peak stage delay: 580 ps
  – Crit-path cells: and4_1 -> nand4_1 -> or4_1 -> a21oi_1
  – Slowest cell on the critical path: or4_1
  – Crit Path Max Fanout: 12
  – CP Launch Type: register
  – Crit Path Class: reg2reg
  – Worst EP required: 4610 ps
  – CP Capture Type: register
  – WP data arrival: 2380 ps

Clock network
  – CTS buffer count: 5
  – Post-CTS setup buffers: 0
  – Clk slew on worst S/H paths: 70 ps
  – CTS Hold Bufs: 0
  – H-tree depth: 2
  – Worst-Skew Late Latency: 280 ps
  – CTS resizes: 0
  – Root Buffer: clkbuf_8
  – CTS max path bufs: 2
  – CTS tree: yes

Global routing
  – Largest net degree at the start of global routing: 31
  – Global route overflow: 0
  – Vias in the first global route: 1,468
  – First-pass GRT wire length: 6982 microns
  – Tot GR Track Use: 6.098%
  – Antenna violations before repair: 0

Synth
  – Top cells by count: dfxtp_1 (38), a21oi_1 (18), nand2_1 (18), nor2_1 (18), nand4_1 (16)
  – Post-synth EDFFs: 0
  – Register area share after synthesis: 38.95%
  – Yosys warnings: 4
  – Synth top area cells: dfxtp_1 (39%), xor2_1 (6.3%), or4_1 (5.8%)
  – Flops out of synthesis: 38
  – Mapped Area: 0.001953 sq mm
  – Dominant cell type by area after synthesis: dfxtp_1
  – YS chip area: 0.001953 sq mm
  – Most common cell in the netlist: dfxtp_1
  – Unique masters post-synth: 36
  – Yosys Instances: 237
  – Area share, top type: 38.95%
  – Main flop type: dfxtp_1
  – Avg Inst Size Synth: 8.241 sq um
  – Mapped Cells: 237
  – Post-synthesis async set-or-reset flop share: 0%

Job
  – MaxCap Viol Count: 0
  – Tool warnings: 25

Floorplan
  – Die width: 117 microns
  – Fp_density: 21.24%
  – Core area: 0.009196 sq mm
  – Die Ht: 117 microns
  – Site Rows: 35
  – Die area: 0.01369 sq mm
  – I/O pins: 16

Power and ir drop
  – Total chip power: 0.6120 mW
  – Peak VDD IR: 0.00009700 V
  – Cell Pwr Density: 268.0 mW/mm^2
  – P_leak: 0.7195 nW

Placed design
  – Area after DPL: 0.002167 sq mm
  – GPL Wtd Cong: 0.8286
  – Port Buffer Count: 14
  – Post-DP HPWL: 2870 microns

Status
  – Outcome: finished clean

Hold path
  – Worst min path class: reg2reg
[kinds of logic (layout without fill, tap and decap cells)]
family          count (synthesis)  in the layout  share of synthesized area, %
compound gates                 43             43                         13.84
xor+xnor                       17             17                         7.624
fa+ha+maj                       2              2                         1.153
buf+inv                        23             28                         5.381
flops                          38             38                         38.95
mux                             1              1                        0.5125
other cells                     1              1                        0.1920
simple gates                  112            112                         32.35
[registers in the layout (all words and copies together) (netlist names)]
register	flops
inst1.clock_out	1
digital_lock_inst.F	1
inst1.counter	32
digital_lock_inst.state	4
[placed cells by master (no fill, tap or decap), types with 3 or more instances in the layout]
cell type        Yosys  routed
or3_1                5       5
nand2_1             18      18
nand3_1             10      10
dfxtp_1             38      38
nor2_1              18      18
nor4_1               4       4
inv_1                5       5
clkbuf_8             0       6
and3_1               5       5
nand4_1             16      16
or4_1               15      15
a21oi_1             18      18
clkdlybuf4s50_1      0      14
and2_1               5       5
and4_1               4       4
xnor2_1              3       3
xor2_1              14      14
nor3_1               3       3
o21ai_0              4       4
o31ai_1             14      13
[cell type report]
class	instances	share of cell area, %
Clock inverter	1	1.315
Timing Repair Buffer	15	6.466
Sequential cell	38	33.32
Tap cell	111	6.082
Inverter	5	0.8219
Multi-Input combinational cell	176	48.22
Clock buffer	7	3.781
[report_power, final]
part / internal, mW / leakage (nW) / total [mW] / switching, mW
sequential: 0.301 / 0.307 / 0.303 / 0.00182
clock: 0.184 / 0.0585 / 0.289 / 0.105
combinational: 0.00797 / 0.354 / 0.0198 / 0.0118
[per-layer routing]
layer  GRT usage (%)  vias to the layer above  wire [microns]
met3           1.806                        5             307
li1                -                      876               -
met5               0                        -               0
met4          0.9061                        0              52
met2           8.586                       36            1664
met1           9.167                      772            2096
[per-stage QoR]
| stage | util (%) | cells | worst slack, ps |
|---|---|---|---|
| final | 24.83 | 353 | 2232 |
| after global routing | 24.83 | 353 | 2023 |
| after CTS | 24.83 | 353 | 2226 |
| after detailed placement | 23.56 | 345 | 2236 |
| after global placement | 23.56 | 345 | 2265 |
| after floorplan | - | 237 | 2582 |
[final timing paths]
path	from	endpoint	depth (start not counted)
worst max register to register	inst1.counter[2]	inst1.counter[31]	4
worst min-delay path	inst1.counter[0]	inst1.counter[0]	1
worst min register to register	inst1.counter[0]	inst1.counter[0]	1
worst max-delay path	inst1.counter[2]	inst1.counter[31]	4
[critical path, delay by kind of cell, from the launching register on]
kind | cells | cell delay (ps)
simple gates | 3 | 1520
compound gates | 1 | 150
flops | 1 | 420
Power figures rest on the tool's default switching activity, not on a simulated workload.
